===== flow/run.sh =====
#!/bin/bash
# OpenROAD 26Q1-2900-gdf79404cd8, Yosys 0.63+post, stock flow scripts
make -C /OpenROAD-flow-scripts/flow DESIGN_CONFIG=/design/flow/config.mk WORK_HOME=/design/flow/orfs finish

===== flow/config.mk =====
export PLATFORM = sky130hd
export DESIGN_NAME = WRAPPER
export DESIGN_NICKNAME = WRAPPER
export VERILOG_FILES = /design/flow/design.v
export SDC_FILE = /design/flow/constraint.sdc
export NUM_CORES = 4
export LEC_CHECK = 1
export CORE_UTILIZATION = 40

===== flow/constraint.sdc =====
current_design WRAPPER

set clk_period 30.3
set clk_io_pct 0.2

create_clock -name clk0 -period $clk_period [get_ports {clk}]

set non_clock_inputs [all_inputs -no_clocks]
set_input_delay [expr $clk_period * $clk_io_pct] -clock clk0 $non_clock_inputs
set_output_delay [expr $clk_period * $clk_io_pct] -clock clk0 [all_outputs]

===== flow/design.v =====
module FSM_SPI (MOSI, MISO, ss_n, clk, rst_n, rx_data, rx_valid, tx_data, tx_valid);
parameter IDEL = 3'b000;
parameter CHK_CMD = 3'b001;
parameter WRITE = 3'b010;
parameter READ_DATA = 3'b011;
parameter READ_ADD = 3'b100;
input MOSI, ss_n, tx_valid, clk, rst_n;
input [7:0] tx_data;
output reg MISO, rx_valid;
output reg [9:0] rx_data;
(*fsm_encoding="sequential"*)
reg [2:0] cs, ns;
reg rd_sig;  
reg [3:0] counter_par, counter_ser;  
always @(posedge clk) begin
	if (~rst_n) 
		cs <= IDEL;
	else 
		cs <= ns;
end
always @(*) begin
	case(cs)
		IDEL:
			if (~ss_n)
				ns = CHK_CMD;
			else 
				ns = IDEL;
		CHK_CMD:
			if (ss_n)
				ns = IDEL;
			else if (~ss_n) begin
		    	if (~MOSI)
					ns = WRITE;
			    else if (MOSI) begin
			    	if (rd_sig)
						ns = READ_DATA;
					else if (~rd_sig)
						ns = READ_ADD;
				end
			end
		WRITE:
			if (ss_n)
				ns = IDEL;
			else 
				ns = WRITE;
		READ_DATA:
			if (ss_n)
				ns = IDEL;
			else 
				ns = READ_DATA;
		READ_ADD:
			if (ss_n)
				ns = IDEL;
			else 
				ns = READ_ADD;
	endcase
end
always @(posedge clk) begin
	if (~rst_n) begin
		rx_data <= 0;
		rx_valid <= 0;
		MISO <= 0;
		rd_sig <= 0;
		counter_ser <= 3'b000;
		counter_par <= 3'b000;
	end
	else begin
		case(cs)
			IDEL: begin
				rx_valid <= 0;
				MISO <= 0;
				counter_ser <= 3'b000;
				counter_par <= 3'b000;
			end
			CHK_CMD: begin
				rx_valid <= 0;
				counter_ser <= 3'b000;
				counter_par <= 3'b000;
			end
			WRITE: begin
				if (counter_ser < 10) begin
					rx_valid <= 0; 
					rx_data <= {rx_data[8:0], MOSI};
					counter_ser <= counter_ser + 1;
				end
				else 
					rx_valid <= 1;
			end
			READ_DATA: begin
				if (tx_valid && counter_par < 8) begin
					MISO <= tx_data[7-counter_par];
					counter_par <= counter_par + 1;
				end
				else begin
					if (counter_ser<10) begin
						rx_valid <= 0; 
						rx_data <= {rx_data[8:0], MOSI};
						counter_ser <= counter_ser + 1;
					end
					else begin
						rx_valid <= 1; 
						rd_sig <= 0;
					end
				end
			end
			READ_ADD: begin
				rd_sig <= 1;
				if (counter_ser < 10) begin
					rx_valid <= 0; 
					rx_data <= {rx_data[8:0], MOSI};
					counter_ser <= counter_ser + 1;
				end
				else 
					rx_valid <= 1;
			end
		endcase
	end
end
endmodule
module SYN_RAM (din, clk, rst_n, rx_valid, dout, tx_valid);
parameter MEM_DEPTH = 256;
parameter ADDR_SIZE = 8;
input [9:0] din;
input clk, rst_n, rx_valid;
output reg [7:0] dout;
output reg tx_valid; 
reg [7:0] mem [MEM_DEPTH-1:0];
reg [7:0] write_addr, read_addr;
reg [7:0] data;
always @(posedge clk) begin
	if (~rst_n) begin
		dout <= 0;
		tx_valid <= 0;
		write_addr <= 0;
		read_addr <= 0;
	end
	else begin
		case (din[9:8])
			2'b00: begin
				tx_valid <= 0;
				if (rx_valid)
					write_addr <= din[7:0]; 
			end
			2'b01: begin
				tx_valid <= 0;
				if (rx_valid)
					mem[write_addr] <= din[7:0];
			end
			2'b10: begin 
				tx_valid <= 0;
				if (rx_valid)
					read_addr <= din[7:0];
			end
			2'b11: begin
				dout <= mem[read_addr];
				tx_valid <= 1;
			end 
		endcase
	end
end
endmodule
module WRAPPER (MOSI, MISO, ss_n, clk, rst_n);
input MOSI, clk, rst_n, ss_n;
output MISO;
wire [9:0] rx_data;
wire rx_valid, tx_valid;
wire [7:0] tx_data;
FSM_SPI SLAVE_SPI(
.MOSI(MOSI), .MISO(MISO), .ss_n(ss_n), 
.clk(clk), .rst_n(rst_n), .rx_data(rx_data), 
.rx_valid(rx_valid), .tx_data(tx_data), 
.tx_valid(tx_valid)
);
SYN_RAM #(
.MEM_DEPTH(256), .ADDR_SIZE(8)
) RAM(
.din(rx_data), .clk(clk), 
.rst_n(rst_n), .rx_valid(rx_valid), 
.dout(tx_data), .tx_valid(tx_valid)
);
endmodule

==> impl_metrics.yaml <==
# implementation run metrics
synth:
  yosysTopAreaCellShare_pct: 74.5
  ys_cells: 4204
  ys.flops: 2100
  synth_top_cell_by_count: "edfxtp_1"
  yosysUniqueCellTypes: 80
  yosysWarnings: 4
  syn_inst: 4204
  syn_area_sq_mm: 0.0826
  netlist_top_cells_count: "edfxtp_1 (2048), mux2i_1 (443), nor2_1 (293), mux4_2 (280), o22ai_1 (121)"
  synthFlopType: "edfxtp_1"
  area_leaders: "edfxtp_1 (74%), mux4_2 (7.6%), mux2i_1 (5.4%)"
  largest_area_cell: "edfxtp_1"
  ys_chip_area_sq_mm: 0.0826
  edf_count: 2048
  syn_avg_cell_area_sq_um: 19.6
  synth-async-reset-ratio_pct: 0
placed_design:
  gp_congestion: 0.984
  io_buffers: 4
  hpwl_mm: 145
clocking:
  cts_hold_buf: 0
  cts_tree: "done"
  cts_max_level: 4
  clkTransAtPathRegs_ns: 0.06
  max-clock-path-buffers: 3
  cts_resized: 0
  clk-insertion-delay-late_ns: 0.87
  cts_buffers: 207
  cts_root_buf: "clkbuf_16"
  postCtsSetupRepairBufs: 0
grt:
  grt_max_degree: 94
  grt_pass1_wl_mm: 325
  grt-ovfl-total: 0
  grt_util_all_layers_pct: 24.1
  grt_pass1_vias: 46200
  antenna_found_initial: 7
floorplanning:
  ioPinCount: 5
  die_y_um: 456
  dieArea_sq_mm: 0.208
  die_w_um: 456
  core_area_sq_mm: 0.205
  fp-row-count: 166
  fp-utilization_pct: 40.3
worst_setup_path:
  start_kind: "primary input"
  reg2reg_slack_ns: 24.46
  cp-end-kind: "register"
  worstPathRequired_ns: 30.76
  arrival_ns: 9.36
  path_class: "primary input to register"
  critical_path.max_fanout: 37
routing:
  post_drt_wl_per_cell_um: 31.3
  vias: 41600
  drt_iter0_markers: 2957
  viasPerCell: 5.78
  dr.pass1.iters: 7
  ant_nets: 0
  wirelength_mm: 226
  route.detailed.drc: 0
final_layout:
  post-route-util_pct: 45.1
  area_growth_pct: 11.8
  drive_gt1_share_pct: 18.0
  fill_cells: 16900
final_timing:
  fmax_mhz: 112
  unclocked_pins: 3
  slew_headroom_pct: 35.1
  slew_viol_final: 0
  timing.final.hold_violations: 0
  untimed_endpoints: 3
  period_used_pct: 29.4
  clock_skew_ns: 0.0628
  period_minus_slack_ns: 8.89
  holdWs_ns: 0.482
  fin_tns_setup_ns: 0
  setup_violations: 0
  tightest_slew_ns: 0.963
  rsz0062_at_grt: "false"
power:
  total_power_w: 0.00569
  p_leak_nw: 28.0
  peakVddDrop_mv: 0.0451
  powerDensity_mw_per_mm2: 61.7
job:
  drv_cap: 0
  tool_warnings: 26
worst_hold_path:
  min_path_type: "register to register"
run_status:
  status: "complete, no violations"
[through the flow]
| stage | std cells | setup WS, ns | instance area (sq um) |
|---|---|---|---|
| global route | 7196 | 21.28 | 92300 |
| CTS | 7196 | 21.51 | 92300 |
| finish | 7200 | 21.41 | 92300 |
| detailed placement | 6809 | 20.64 | 85400 |
| global placement | 6809 | 20.71 | 85400 |
| floorplan | 4204 | 21.77 | 82600 |
[flip-flops by register name (all words and copies together) (netlist names)]
register,flops
SLAVE_SPI.cs,3
SLAVE_SPI.rx_data,10
SLAVE_SPI.counter_ser,4
RAM.mem,2048
SLAVE_SPI.ns,3
RAM.read_addr,8
SLAVE_SPI.rd_sig,1
SLAVE_SPI.counter_par,4
SLAVE_SPI.rx_valid,1
RAM.write_addr,8
SLAVE_SPI.MISO,1
RAM.dout,8
RAM.tx_valid,1
[kinds of logic after synthesis]
| family | Yosys count | synth area share, % |
|---|---|---|
| mux | 773 | 14.5 |
| buf+inv | 265 | 2.41 |
| simple gates | 558 | 3.00 |
| flops | 2097 | 75.7 |
| xor+xnor | 4 | 0.0424 |
| compound gates | 502 | 4.27 |
| fa+ha+maj | 2 | 0.0303 |
| latches | 3 | 0.0546 |
[layout make-up]
cell class,instances,area (sq um),area share [%]
clock buffer,245,5390,5.84
clock inverter,142,1470,1.59
timing repair buffer,173,1360,1.47
multi-input combinational,1839,18100,19.6
antenna,4,10.0,0.0108
tap,2688,3360,3.64
sequential,2100,62600,67.8
inverter,9,37.5,0.0407
[critical path, stage by stage]
cell and delay (ns):
clkdlybuf4s50_1 0.46, buf_4 0.38, and4b_1 0.39, buf_4 0.35, nand4_1 0.67, buf_4 0.46, nor2_1 0.54
[metal layers]
metal	global-route usage, %	vias to the layer above	share of wire, %
met2	34.6	2807	46
li1	-	17700	-
met4	7.05	20	3.8
met1	28.4	20700	32
met5	2.18	-	0.31
met3	18.7	434	17
[power breakdown]
part           internal, W  switching, W
sequential         0.00313   0.000000349
clock              0.00144       0.00111
combinational   0.00000131    0.00000300
[cell usage in the layout, fill, tap and decap left out, types with 6 or more instances in the layout]
| cell | synthesis | layout |
|---|---|---|
| o21ai_0 | 69 | 68 |
| and2_1 | 8 | 8 |
| dfxtp_1 | 49 | 37 |
| a221oi_1 | 44 | 44 |
| o221ai_1 | 52 | 52 |
| nand2_1 | 104 | 103 |
| clkinv_2 | 0 | 41 |
| nand3_1 | 37 | 35 |
| clkbuf_1 | 94 | 32 |
| bufinv_16 | 0 | 18 |
| a21oi_1 | 53 | 53 |
| mux4_2 | 280 | 280 |
| a211oi_1 | 54 | 54 |
| o21ai_1 | 11 | 12 |
| a31oi_1 | 6 | 6 |
| o21a_1 | 10 | 10 |
| edfxtp_1 | 2048 | 2048 |
| clkinv_16 | 0 | 6 |
| buf_4 | 30 | 165 |
| mux4_1 | 45 | 45 |
| nor2_1 | 293 | 289 |
| a2111oi_0 | 7 | 6 |
| inv_1 | 7 | 6 |
| clkinv_1 | 0 | 37 |
| mux2i_1 | 443 | 443 |
| nand4_1 | 15 | 15 |
| inv_6 | 0 | 9 |
| a22oi_1 | 24 | 24 |
| a211o_1 | 7 | 7 |
| nor2b_1 | 36 | 35 |
| clkinvlp_4 | 0 | 13 |
| dfxtp_4 | 0 | 12 |
| clkbuf_16 | 0 | 208 |
| o22ai_1 | 121 | 121 |
| nor4_1 | 9 | 9 |
| clkinv_4 | 0 | 13 |
| nor3_1 | 20 | 20 |
[worst paths after layout]
path	start	endpoint	cells after the start
max	rst_n	RAM.mem[220][1]	7
min	SLAVE_SPI.counter_ser[3]	SLAVE_SPI.counter_ser[3]	2
max reg2reg	RAM.read_addr[1]	RAM.dout[3]	10
min reg2reg	SLAVE_SPI.counter_ser[3]	SLAVE_SPI.counter_ser[3]	2
Power and IR drop assume default switching activity.
